<file path="/design/flow/design.v">
module ysyx_22040125_SRC_SEL (
    input  wire[63:0]       exe_reg_pc,
    input  wire[63:0]       exe_reg_src1_rs1,
    input  wire[63:0]       mem_reg_data_rd_in,
    input  wire[63:0]       data_rd,
    input  wire[1:0]        exe_reg_src1_sel,
    input  wire[2:0]        src1_sel_plus,
    output wire[63:0]       src1,
    input  wire[63:0]       exe_reg_imm,
    input  wire[63:0]       exe_reg_src2_rs2,
    input  wire[1:0]        exe_reg_src2_sel,
    input  wire[2:0]        src2_sel_plus,
    output wire[63:0]       src2
);
    assign src1 = ({64{src1_sel_plus[2]}} & data_rd)
                | ({64{src1_sel_plus[1]}} & mem_reg_data_rd_in)
                | ({64{src1_sel_plus[0]}} & {64{exe_reg_src1_sel[0]}} & exe_reg_pc)
                | ({64{src1_sel_plus[0]}} & {64{exe_reg_src1_sel[1]}} & exe_reg_src1_rs1);
    assign src2 = ({64{src2_sel_plus[2]}} & data_rd)
                | ({64{src2_sel_plus[1]}} & mem_reg_data_rd_in)
                | ({64{src2_sel_plus[0]}} & {64{exe_reg_src2_sel[0]}} & exe_reg_imm)
                | ({64{src2_sel_plus[0]}} & {64{exe_reg_src2_sel[1]}} & exe_reg_src2_rs2);
endmodule  
</file>
<file path="/design/flow/config.mk">
export PLATFORM = sky130hd
export DESIGN_NAME = ysyx_22040125_SRC_SEL
export DESIGN_NICKNAME = ysyx_22040125_SRC_SEL
export VERILOG_FILES = /design/flow/design.v
export SDC_FILE = /design/flow/constraint.sdc
export NUM_CORES = 4
export LEC_CHECK = 1
export CORE_AREA = 10 10 206 206
export DIE_AREA = 0 0 216 216
</file>
<file path="/design/flow/constraint.sdc">
current_design ysyx_22040125_SRC_SEL

set clk_period 6.4
set clk_io_pct 0.2

create_clock -name clk0 -period $clk_period

set non_clock_inputs [all_inputs -no_clocks]
set_input_delay [expr $clk_period * $clk_io_pct] -clock clk0 $non_clock_inputs
set_output_delay [expr $clk_period * $clk_io_pct] -clock clk0 [all_outputs]
</file>
<file path="/design/flow/run.sh">
#!/bin/bash
# OpenROAD 26Q1-2900-gdf79404cd8, Yosys 0.63+post, stock flow scripts
make -C /OpenROAD-flow-scripts/flow DESIGN_CONFIG=/design/flow/config.mk WORK_HOME=/design/flow/orfs finish
</file>
==> results.txt <==
LEAKAGE: 3.04 nW
chip area: 46,700 sq um
Vert. Die Dim: 216 microns
Fin Setup TNS: 0 ns
Starting Density: 7.72%
initial antenna violation count: 1
Total GRT Usage: 12.5%
num ports: 522
GRT overflow: 0
Setup Fix Bufs, Post-CTS: 0
Syn Std Cell Area: 2920 sq um
first-pass GRT wire length: 43,600 microns
Hold Crit Depth: 3
TritonRoute pass-1 iters: 4
final core utilization: 22.2%
layout cell share with drive strength beyond 1: 2.40%
cell area after placement: 8390 sq um
Tmin final: 5.03 ns
Mapped Cells: 316
Hold Crit Class: in -> out
most numerous logic cell after layout: clkdlybuf4s50_1
most frequent CP cell: clkdlybuf4s50_1
IO Port Bufs: 522
Pins Over Slew Limit: 0
pwr/cell area: 76.6 nW/um^2
CP startpoint kind: input port
num sequential: 0
Setup crit end kind: primary output
Yosys top cell by area: a221o_1
final setup fails: 0
Horiz. Die Dim: 216 microns
Final Cell Area: 8390 sq um
Area Overhead vs Synth: 188%
CP cell instances: clkdlybuf4s50_1 -> and2_2 -> buf_4 -> a221o_1 -> clkdlybuf4s50_1
unrepaired setup endpoints after global routing: false
WL final: 31,400 microns
slew margin rel.: 39.3%
largest net degree at the start of global routing: 65
Worst Hold End: src2[48]
cell count listed in synth_stat.txt: 316
Arr. time, crit path: 3.75 ns
Tcrit/Tclk final: 78.6%
CP required: 5.12 ns
vias: 5,539
DP HPWL: 25,900 microns
max-cap violation count: 0
synth warn: 0
Post-synth seq share: 0%
clkbuf count: 0
min-delay src: exe_reg_imm[48]
Initial DRC Count: 379
FMAX: 199 MHz
post-CTS sizing: 0
slowest stage delay, CP: 0.74 ns
Peak VDD IR: 0.0000465 V
CTS hold repair buffers: 0
Hold Vio Cnt, Final: 0
Ant. Diodes: 0
GP Congestion: 0.943
Synth top area share: 43.9%
number of remaining DRC errors: 0
crit path max-delay cell type: and2_2
count of cell types in the netlist: 7
Cell area leaders: a221o_1 (44%), a22o_1 (38%), buf_6 (12%)
DR WL/cell: 24.1 microns
syn avg cell area: 9.23 sq um
DR vias/cell: 4.25
critical path class: in -> out
Cell Rows: 71
status: complete, no violations
synthesized chip area reported by yosys: 2920 sq um
vias in the first global route: 6,160
Reg area: 0 sq um
worst-path maximum fanout: 34
post-route ant nets: 0
CORE AREA: 37,800 sq um
tool warning count: 32
Worst-Margin Slew: 0.911 ns
most frequent cells in the layout: clkdlybuf4s50_1 (518), a22o_1 (128), a221o_1 (128)
-- worst max path at each step --
| stage | startpoint | to | slack, ns | cells past startpoint |
|---|---|---|---|---|
| after CTS | src2_sel_plus[0] | src2[39] | 1.39 | 5 |
| after global routing | src2_sel_plus[0] | src2[39] | 1.31 | 5 |
| final | src2_sel_plus[0] | src2[39] | 1.37 | 5 |
-- cell families after synthesis --
family / after synthesis / synth area share (%)
AND-OR/OR-AND: 256 / 82.4
buffers and inverters: 56 / 16.7
AND/OR/NAND/NOR: 4 / 0.944
-- critical path, delay by kind of cell --
kind,cells,cell delay [ns]
buffers and inverters,3,1.45
and+or+nand+nor,1,0.74
AOI/OAI and AO/OA,1,0.24
-- synthesized netlist by cell type --
| library cell | count |
|---|---|
| and2_4 | 1 |
| buf_6 | 30 |
| a22o_1 | 128 |
| and2_1 | 3 |
| a221o_1 | 128 |
| buf_4 | 7 |
| buf_2 | 19 |
-- per-layer routing --
| metal | global-route usage [%] | share of wire [%] | vias up | wire [microns] |
|---|---|---|---|---|
| met5 | 0 | 0 | - | 0 |
| met4 | 2.24 | 1.9 | 0 | 582 |
| met3 | 3.89 | 9.8 | 26 | 3080 |
| met2 | 21.9 | 49 | 411 | 15300 |
| met1 | 14.9 | 40 | 2611 | 12500 |
| li1 | - | - | 2491 | - |
-- through the flow --
stage          cells  power (mW)  hold WS (ns)  setup WS, ns
2_1_floorplan    316       0.174          2.65          3.13
3_3_place_gp    1304       0.648          3.60          1.45
3_5_place_dp    1304       0.646          3.60          1.40
4_1_cts         1304       0.650          3.60          1.39
5_1_grt         1304       0.684          3.62          1.31
6_report        1304       0.643          3.59          1.37
-- power breakdown --
part           internal (mW)  total [mW]  switching (mW)
Combinational          0.444       0.643           0.199
Sequential                 0           0               0
Clock                      0           0               0
-- area by class of cell --
class | count | area, sq um
fill | 4125 | 29400
tap | 511 | 639
timing repair buffer | 533 | 5310
multi-input combinational | 260 | 2430
Power and IR drop assume default switching activity.
