File: /design/flow/design.v
module ysyx_22040125_ALU (
        input  wire[63:0]     src1,
        input  wire[63:0]     src2,
        input  wire[63:0]     imm,
        input  wire[14:0]     op,
        input  wire[2:0]      s_bhwd,
        input  wire           s_check,
        input  wire           w_check,
        output wire[63:0]     src2_out,  
        output wire[63:0]     data_rd,
        output wire[31:0]     ram_raddr
    );
    wire op_sb, op_sh, op_rem, op_mul, op_div, op_sw, op_add, op_sub, op_slt, op_sltu, op_and, op_or, op_xor, op_sll, op_srl, op_sra, op_lui, op_jal;
    wire [31:0] srl_w1_result, sra_w1_result, div_w1_result, rem_w1_result;
    wire [63:0] data_result_w, rem_result, rem_d_result, rem_w_result, div_d1_result, div_result, mul_result, div_w_result, div_d_result, mul_d_result, mul_w_result, sll_w1_result, sll_w_result, srl_d_result, sra_d_result, sll_mid_result, srl_w_result, sra_w_result, add_sub_result, srl_mid_result, slt_result, s_result, sltu_result, and_result, or_result, xor_result, sll_result, srl_result, sra_result, lui_result, jal_result;
    wire [63:0] data_a, data_b, data_result, data_pc, data_result_w;
    wire data_cin, data_cout;
    assign op_add = op[0];
    assign op_sub = op[1];
    assign op_slt = op[2];
    assign op_sltu = op[3];
    assign op_and = op[4];
    assign op_or = op[5];
    assign op_xor = op[6];
    assign op_sll = op[7];
    assign op_srl = op[8];
    assign op_sra = op[9];
    assign op_lui = op[10];
    assign op_jal = op[11];
    assign op_mul = op[12];
    assign op_div = op[13];
    assign op_rem = op[14];
    assign op_sb = s_bhwd[2];
    assign op_sh = s_bhwd[1];
    assign op_sw = s_bhwd[0];
    assign data_a = src1;
    assign data_b = (op_sub | op_slt | op_sltu)? ~src2: src2;
    assign data_cin = (op_sub | op_slt | op_sltu)? 1'b1: 1'b0;
    assign {data_cout, data_result} = data_a + data_b + data_cin;
    assign data_pc = src1 + 64'd4;
    assign s_result = src1 + imm;
    assign data_result_w = w_check? {{32{data_result[31]}},data_result[31:0]}: data_result;
    assign add_sub_result = (s_check)? s_result: data_result_w;
    assign ram_raddr = add_sub_result[31:0];
    assign slt_result = {63'b0, (src1[63] & ~src2[63]) | (~(src1[63] ^ src2[63]) & data_result[63])} ;
    assign sltu_result = {63'b0, ~data_cout};
    assign and_result = src1 & src2;
    assign or_result = src1 | src2;
    assign xor_result = src1 ^ src2;
    assign sll_mid_result = src1 << src2[5:0];
    assign sll_w1_result = src1 << src2[4:0];
    assign sll_w_result = {{32{sll_w1_result[31]}}, sll_w1_result[31:0]};
    assign sll_result = w_check? sll_w_result: sll_mid_result;
    assign srl_w1_result = src1[31:0] >> src2[4:0];
    assign srl_w_result = {{32{srl_w1_result[31]}}, srl_w1_result};
    assign srl_d_result = src1 >> src2[5:0];
    assign srl_result = w_check? srl_w_result: srl_d_result;
    assign sra_w1_result = ($signed(src1[31:0])) >>> src2[4:0];
    assign sra_w_result = {{32{sra_w1_result[31]}}, sra_w1_result};
    assign sra_d_result = ($signed(src1)) >>> src2[5:0];
    assign sra_result = w_check? sra_w_result: sra_d_result;
    assign lui_result = src2;
    assign jal_result = data_pc;
    assign mul_d_result = src1 * src2;
    assign mul_w_result = {{32{mul_d_result[31]}}, mul_d_result[31:0]};
    assign mul_result = w_check? mul_w_result: mul_d_result;
    assign div_d1_result = $signed(src1) / $signed(src2);
    assign div_d_result = (src2 == 64'hffffffffffffffff)? src1 : div_d1_result;
    assign div_w_result = {{32{div_d_result[31]}}, div_d_result[31:0]};
    assign div_result = (src2 == 0)? 64'hffffffffffffffff : w_check? div_w_result: div_d_result;
    assign rem_d_result = $signed(src1) % $signed(src2);
    assign rem_w_result = {{32{rem_d_result[31]}}, rem_d_result[31:0]};
    assign rem_result = w_check? rem_w_result: rem_d_result;
    assign src2_out = op_sb? {8{src2[7:0]}}  :
                      op_sh? {4{src2[15:0]}} :
                      op_sw? {2{src2[31:0]}} :
                      src2;
    assign data_rd = ({64{op_add | op_sub}} & add_sub_result)
                    | ({64{op_slt}} & slt_result)
                    | ({64{op_sltu}} & sltu_result)
                    | ({64{op_and}} & and_result)
                    | ({64{op_or}} & or_result)
                    | ({64{op_xor}} & xor_result)
                    | ({64{op_sll}} & sll_result)
                    | ({64{op_srl}} & srl_result)
                    | ({64{op_sra}} & sra_result)
                    | ({64{op_lui}} & lui_result)
                    | ({64{op_jal}} & jal_result)
                    | ({64{op_mul}} & mul_result)
                    | ({64{op_div}} & div_result)
                    | ({64{op_rem}} & rem_result);
endmodule  
File: /design/flow/run.sh
#!/bin/bash
# OpenROAD 26Q1-2900-gdf79404cd8, Yosys 0.63+post, stock flow scripts
make -C /OpenROAD-flow-scripts/flow DESIGN_CONFIG=/design/flow/config.mk WORK_HOME=/design/flow/orfs finish
File: /design/flow/config.mk
export PLATFORM = sky130hd
export DESIGN_NAME = ysyx_22040125_ALU
export DESIGN_NICKNAME = ysyx_22040125_ALU
export VERILOG_FILES = /design/flow/design.v
export SDC_FILE = /design/flow/constraint.sdc
export NUM_CORES = 4
export LEC_CHECK = 1
export CORE_UTILIZATION = 40
File: /design/flow/constraint.sdc
current_design ysyx_22040125_ALU

set clk_period 947.6
set clk_io_pct 0.2

create_clock -name clk0 -period $clk_period

set non_clock_inputs [all_inputs -no_clocks]
set_input_delay [expr $clk_period * $clk_io_pct] -clock clk0 $non_clock_inputs
set_output_delay [expr $clk_period * $clk_io_pct] -clock clk0 [all_outputs]
==> impl_metrics.json <==
{
  "timing.critical_path.slowest_stage_cell": "o41a_1",
  "yosys.cell_types.count": 119,
  "final_critical_path_required_period_ps": 645200,
  "adder_share_pct": 32.14,
  "synth_top_area_share_pct": 16.87,
  "outcome": "finished, violations left",
  "nFillCells": 54819,
  "crit_fanout": 64,
  "hpwlAfterDp_um": 1356000,
  "antenna_found_initial": 322,
  "synth.cellmix.compoundShare_pct": 25.84,
  "maxSlewHeadroom_pct": -18.36,
  "fmaxAchievable_mhz": 1.550,
  "postSynthSeqShare_pct": 0,
  "gp_congestion": 1.259,
  "worstSetupEndpointType": "primary output",
  "drtIter0Drc": 38444,
  "yosys_simple_share_pct": 23.99,
  "starting_utilization_of_the_core_area_pct": 40.20,
  "core_region_area_mm2": 0.5412,
  "crit_path_start_kind": "input pin",
  "die.size.x_um": 739.5,
  "finalCritPeriodShare_pct": 68.09,
  "yosys-top-cells-count": "nand2_1, nor2_1, ha_1",
  "rows": 270,
  "yosys-stat-cells": 31473,
  "logic_family": "adder cells",
  "grt_usage_pct": 60.22,
  "cell_accounting_for_the_most_synthesized_area": "fa_1",
  "rsz0062_at_grt": "false",
  "syn-instance-count": 31473,
  "synthTopCellsByArea": "fa_1, ha_1, nand2_1",
  "slew_viol_final": 30,
  "boundaryPins": 372,
  "p_leak_uw": 0.1125,
  "syn-mean-instance-area_um2": 6.913,
  "timing.final.hold_violations": 0,
  "route.final.wire_length_um": 1655000,
  "yosys.stat.chipArea_mm2": 0.2176,
  "arrival_ps": 455680,
  "tightestPinTransition_ps": 1775,
  "cts_post_setup_buffers_inserted": 0,
  "largest_net_degree_at_the_start_of_global_routing": 109,
  "drc": 0,
  "slowest_delay_ps": 1420,
  "clock_buffer_count": 0,
  "route.detailed.vias_per_inst": 6.937,
  "drt_pass1_iterations": 22,
  "gr-total-overflow": 0,
  "worstHoldPathType": "in -> out",
  "layoutNonFillerInstCount": 39393,
  "post_cts_resized": 0,
  "crit_path_frequent_cell": "buf_4",
  "setup.worst_path.class": "in -> out",
  "final_layout_size_suffix_gt1_share_pct": 7.740,
  "swShare_pct": 70.03,
  "area_growth_pct": 9.379,
  "post_synth_instance_area_mm2": 0.2176,
  "openroad.warnings": 108,
  "cts_hold_buffers": 0,
  "grt_pass1_wl_um": 2193000,
  "count_of_antenna_violating_nets_left_after_detailed_routing": 0,
  "detailroute.via_count": 273274,
  "p_per_area_mw_per_mm2": 12.08,
  "port-buffer-count": 372,
  "die_area_mm2": 0.5469,
  "yosysWarningCount": 0,
  "xor_area_share_pct": 9.048,
  "post-place-cells": 39043,
  "layout.area.seq_um2": 0,
  "ff_count": 0,
  "max-cap-violations": 9,
  "failed_checks": "capacitance limit, slew limit",
  "setup_ws_ps": 302400,
  "dpl_worst_slack_ps": 322020,
  "netlist.top_cell.by_instances": "nand2_1",
  "report.power.total_uw": 2874,
  "synth.area.mux_share_pct": 2.060,
  "height_of_the_die_um": 739.5,
  "fin_tns_setup_ps": 0,
  "finalSetupViolations": 0,
  "netSwitchingPower_uw": 2013,
  "per_cell_routed_wire_length_um": 42.02,
  "irDropWorstVdd_mv": 0.1748,
  "power.internal_uw": 861.0,
  "crit_required_ps": 758080,
  "number_of_global_route_vias_before_repair": 252604
}
[logic make-up (layout without fill, tap and decap cells)]
family	Yosys count	after routing
simple gates	11678	11678
compound gates	8675	8675
fa+ha+maj	4489	4489
buf+inv	3972	4335
xor+xnor	2247	2247
mux	412	412
other cells	0	349
[layout by cell type (no fill, tap or decap), drive strengths merged, types with 269 or more instances in the layout]
| cell type | netlist | final |
|---|---|---|
| nand2 | 4528 | 4528 |
| a21o | 923 | 923 |
| nor2 | 3533 | 3533 |
| ha | 2655 | 2655 |
| buf | 560 | 1650 |
| nor2b | 301 | 301 |
| clkdlybuf4s50 | 0 | 275 |
| a21oi | 2439 | 2439 |
| nand4 | 362 | 362 |
| fa | 1834 | 1834 |
| xnor2 | 1510 | 1510 |
| nand3 | 696 | 696 |
| a31oi | 409 | 409 |
| a211oi | 282 | 282 |
| o211ai | 269 | 269 |
| o21a | 495 | 495 |
| o21ai | 1787 | 1787 |
| diode | 0 | 349 |
| xor2 | 737 | 737 |
| nor3 | 657 | 657 |
| inv | 2359 | 2355 |
[critical path: cells and delay by family]
| family | cells | cell delay [ps] |
|---|---|---|
| multiplexers | 6 | 1980 |
| adder cells (fa/ha/maj) | 65 | 23960 |
| AND/OR/NAND/NOR | 259 | 82610 |
| buffers and inverters | 97 | 29500 |
| XOR/XNOR | 3 | 850 |
| AND-OR/OR-AND | 384 | 125550 |
[layer usage]
metal	part of all wire [%]	vias up	wire length, um	GRT usage [%]
met5	0.41	-	6734	10.82
met2	35	24537	587200	73.32
met4	11	257	188900	52.23
met3	18	7177	299000	39.58
met1	35	129807	573400	70.13
li1	-	111496	-	-
[final cells by class]
| class | instances | area [um2] | area share (%) |
|---|---|---|---|
| Tap cell | 7208 | 9019 | 3.790 |
| Inverter | 2408 | 9059 | 3.806 |
| Antenna cell | 349 | 873.3 | 0.3670 |
| Multi-Input combinational cell | 27501 | 203800 | 85.64 |
| Timing Repair Buffer | 1927 | 15220 | 6.393 |
[final timing paths]
path	from	to	slack [ps]	depth (start not counted)
min	src2[7]	src2_out[7]	379720	2
max	src2[0]	data_rd[58]	302400	814
[stage by stage]
step / cell area, um2 / utilization (%) / hold WS [ps]
after global routing: 237400 / 43.86 / 379720
after floorplan: 217600 / - / 379110
after detailed placement: 237100 / 43.81 / 379670
after CTS: 237100 / 43.81 / 379670
final: 238000 / 43.97 / 379720
after global placement: 237000 / 43.79 / 379670
