**/design/flow/run.sh**
```bash
#!/bin/bash
# OpenROAD 26Q1-2900-gdf79404cd8, Yosys 0.63+post, stock flow scripts
make -C /OpenROAD-flow-scripts/flow DESIGN_CONFIG=/design/flow/config.mk WORK_HOME=/design/flow/orfs finish
```
**/design/flow/config.mk**
```make
export PLATFORM = sky130hd
export DESIGN_NAME = ysyx_22040125_PC_SEL
export DESIGN_NICKNAME = ysyx_22040125_PC_SEL
export VERILOG_FILES = /design/flow/design.v
export SDC_FILE = /design/flow/constraint.sdc
export NUM_CORES = 4
export LEC_CHECK = 1
export CORE_AREA = 10 10 270 270
export DIE_AREA = 0 0 280 280
```
**/design/flow/constraint.sdc**
```tcl
current_design ysyx_22040125_PC_SEL

set clk_period 30.7
set clk_io_pct 0.2

create_clock -name clk0 -period $clk_period

set non_clock_inputs [all_inputs -no_clocks]
set_input_delay [expr $clk_period * $clk_io_pct] -clock clk0 $non_clock_inputs
set_output_delay [expr $clk_period * $clk_io_pct] -clock clk0 [all_outputs]
```
**/design/flow/design.v**
```verilog
module ysyx_22040125_MUX41 (
    input  wire[63:0]   in0,
    input  wire[63:0]   in1,
    input  wire[63:0]   in2,
    input  wire[63:0]   in3,
    input  wire[3:0]    key,
    output wire[63:0]   out
);
assign out = (key == 4'b0001)? in0: (key == 4'b0010)? in1: (key == 4'b0100)? in2 :in3;
endmodule  
module ysyx_22040125_PC_SEL (
    input  wire[63:0]    src1_rs1,
    input  wire[63:0]    data_rd_in,
    input  wire[63:0]    mem_reg_data_rd_in,
    input  wire[63:0]    data_rd,
    input  wire[63:0]    src2_rs2,
    input  wire[3:0]     pc_add_rs1_sel, 
    input  wire[3:0]     b_check_rs2_sel,
    input  wire[63:0]    id_reg_pc,
    input  wire[63:0]    imm,
    input  wire[5:0]     b_check,
    input  wire[2:0]     pc_sel,
    output wire[2:0]     pc_sel_out,
    output wire[63:0]    cpu_dnpc_in1,
    output wire[63:0]    cpu_dnpc_in2
);
    wire [63:0]           pc_src1, b_src2;
    ysyx_22040125_MUX41 pc_add_src1_choice(
                            .in0(src1_rs1),
                            .in1(data_rd_in),
                            .in2(mem_reg_data_rd_in),
                            .in3(data_rd),
                            .key(pc_add_rs1_sel),
                            .out(pc_src1)
                        );
    ysyx_22040125_MUX41 b_check_rs2_choice(
                            .in0(src2_rs2),
                            .in1(data_rd_in),
                            .in2(mem_reg_data_rd_in),
                            .in3(data_rd),
                            .key(b_check_rs2_sel),
                            .out(b_src2)
                        );
    assign cpu_dnpc_in1 = id_reg_pc + imm;
    assign cpu_dnpc_in2 = (pc_src1 + imm) & (~1);
    wire            b_en;
    wire            beq_check, bne_check, blt_check, bge_check, bltu_check, bgeu_check;
    wire            data_cin, data_cout;
    wire [63:0]     data_a, data_b, data_result;
    assign data_a = pc_src1;
    assign data_b = ~b_src2;
    assign data_cin = 1'b1;
    assign {data_cout, data_result} = data_a + data_b + data_cin;
    assign beq_check = (pc_src1 == b_src2);
    assign bne_check = ~beq_check;
    assign blt_check = (pc_src1[63] & ~b_src2[63]) | (~(pc_src1[63] ^ b_src2[63]) & data_result[63]);
    assign bge_check = ~blt_check;
    assign bltu_check = ~data_cout;
    assign bgeu_check = ~bltu_check;
    assign b_en = ((b_check[5] & beq_check) | (b_check[4] & bne_check) | (b_check[3] & blt_check) | (b_check[2] & bge_check) | (b_check[1] & bltu_check) | (b_check[0] & bgeu_check));
    assign pc_sel_out = b_en? 3'b010: pc_sel;
endmodule  
```
==> node_exporter_impl.prom <==
# HELP chip_impl_metric Synthesis and place-and-route metrics
# TYPE chip_impl_metric gauge
chip_impl_metric{name="peakVddDrop",unit="mV"} 0.00684
chip_impl_metric{name="maxCapViolCount",unit=""} 0
chip_impl_info{name="yosysTopAreaCell",value="sky130_fd_sc_hd__ha_1"} 1
chip_impl_metric{name="cts_hold_repair.buffers",unit=""} 0
chip_impl_metric{name="finalSetupViolCount",unit=""} 0
chip_impl_metric{name="initialDrtViolationCount",unit=""} 1078
chip_impl_metric{name="floorplan.die.width",unit="um"} 280
chip_impl_metric{name="netlist-cell-type-count",unit=""} 76
chip_impl_metric{name="p_per_area",unit="nW/um2"} 24.1
chip_impl_metric{name="final-max-slew-violation-count",unit=""} 0
chip_impl_metric{name="finalClockPeriodUsage",unit=""} 0.626
chip_impl_info{name="setup.worst_path.start_class",value="primary input"} 1
chip_impl_metric{name="sum_of_buffers_and_inverters_on_the_critical_path",unit=""} 4
chip_impl_metric{name="post_drt_via_cell_ratio",unit=""} 4.94
chip_impl_info{name="yosys-top-cells-area",value="sky130_fd_sc_hd__ha_1 18%, sky130_fd_sc_hd__mux2i_1 9.7%, sky130_fd_sc_hd__a21oi_1 9.4%"} 1
chip_impl_metric{name="syn_area",unit="um2"} 12800
chip_impl_metric{name="route.detailed.drc",unit=""} 0
chip_impl_metric{name="postCtsSetupRepairBufs",unit=""} 0
chip_impl_metric{name="post_cts_resize_count",unit=""} 0
chip_impl_info{name="cell_at_the_slowest_stage_of_the_critical_path",value="sky130_fd_sc_hd__or4_4"} 1
chip_impl_metric{name="io_buffer_count",unit=""} 595
chip_impl_metric{name="slew_headroom",unit=""} 0.372
chip_impl_metric{name="met3_wirelength",unit="um"} 4590
chip_impl_metric{name="grt.total_usage",unit=""} 0.190
chip_impl_metric{name="row_count",unit=""} 95
chip_impl_metric{name="place.gp.congestion",unit=""} 0.990
chip_impl_metric{name="log.warning_count",unit=""} 36
chip_impl_metric{name="yosysCellCount",unit=""} 1950
chip_impl_metric{name="area.growth.synth_to_final",unit="%"} 54.3
chip_impl_metric{name="critical_path_peak_fanout",unit=""} 69
chip_impl_metric{name="seqCellArea",unit="um2"} 0
chip_impl_metric{name="report.power.total",unit="W"} 0.000475
chip_impl_metric{name="worstMarginPinSlew",unit="ps"} 932
chip_impl_metric{name="first_global_vias",unit=""} 16300
chip_impl_info{name="holdCritStartpoint",value="pc_sel[2]"} 1
chip_impl_metric{name="synth-area-yosys",unit="um2"} 12800
chip_impl_info{name="critPathKind",value="primary input to primary output"} 1
chip_impl_metric{name="synth_cells",unit=""} 1950
chip_impl_metric{name="detailedPlacementHpwl",unit="um"} 69100
chip_impl_metric{name="cellLeakagePower",unit="nW"} 7.84
chip_impl_metric{name="top_level_ports",unit=""} 596
chip_impl_metric{name="drtPass1Iterations",unit=""} 5
chip_impl_metric{name="timing.fmax",unit="MHz"} 52.0
chip_impl_info{name="crit_path_cell_trace",value="clkdlybuf4s50_1 -> inv_1 -> or4_4 -> buf_4 -> nand2_1 -> o21ai_0 -> o21ai_0 -> ha_1 -> nor2b_1 -> o2111ai_1 -> a31o_2 -> o21ai_1 -> nand4_1 -> a211oi_1 -> o2111ai_1 -> a211oi_1 -> o21ai_1 -> o2111a_1 -> a311oi_1 -> clkdlybuf4s50_1"} 1
chip_impl_metric{name="fp_util",unit=""} 0.191
chip_impl_metric{name="placedInstanceArea",unit="um2"} 19700
chip_impl_info{name="startpoint",value="pc_add_rs1_sel[1]"} 1
chip_impl_metric{name="ys_warn_count",unit=""} 0
chip_impl_metric{name="grt_antenna_before_repair",unit=""} 9
chip_impl_metric{name="grt-ovfl-total",unit=""} 0
chip_impl_metric{name="final_design_area_no_fill",unit="um2"} 19700
chip_impl_info{name="cp_top_family",value="AND-OR/OR-AND gates"} 1
chip_impl_info{name="run_status",value="finished clean"} 1
chip_impl_metric{name="cp_data_arrival_time",unit="ps"} 13080
chip_impl_info{name="crit_path_end_kind",value="primary output"} 1
chip_impl_info{name="unrepaired_setup_endpoints_after_global_routing",value="false"} 1
chip_impl_metric{name="cp_data_required_time",unit="ps"} 24560
chip_impl_metric{name="via_count",unit=""} 16600
chip_impl_metric{name="die_height",unit="um"} 280
chip_impl_metric{name="wl_met1",unit="um"} 35200
chip_impl_metric{name="grt_pass1_wl",unit="um"} 110000
chip_impl_metric{name="final_tally_of_hold_violations",unit=""} 0
chip_impl_metric{name="maximum_number_of_pins_on_one_net_before_global_route_repair",unit=""} 125
chip_impl_metric{name="synthDominantCellAreaShare",unit=""} 0.182
chip_impl_metric{name="fill_cells",unit=""} 7282
chip_impl_metric{name="drive_above_1_share",unit=""} 0.0259
chip_impl_metric{name="postLayoutCoreUtil",unit=""} 0.294
chip_impl_metric{name="synth.yosys.seq_area_share",unit=""} 0
chip_impl_metric{name="critical_path.max_stage_delay",unit="ps"} 770
chip_impl_metric{name="fin_hold_ws",unit="ps"} 13200
chip_impl_metric{name="fin_setup_tns",unit="ps"} 0
chip_impl_metric{name="clock_buffer_count",unit=""} 0
chip_impl_metric{name="flop-count",unit=""} 0
chip_impl_info{name="highest-signal-layer",value="met5"} 1
chip_impl_metric{name="route.antenna.remaining_nets",unit=""} 0
chip_impl_metric{name="route.met2.wl",unit="um"} 36700
chip_impl_metric{name="avgSynthCellArea",unit="um2"} 6.56
chip_impl_metric{name="chip_area",unit="um2"} 78400
chip_impl_metric{name="period_minus_slack",unit="ps"} 19220
chip_impl_metric{name="routed_wl",unit="um"} 77200
chip_impl_metric{name="placeableCoreArea",unit="um2"} 67000
chip_impl_info{name="min-delay-path-class",value="primary input to primary output"} 1
chip_impl_metric{name="routedWlPerCell",unit="um"} 23.1
-- final cells by class --
cell class	count	area [um2]	area share
Antenna cell	6	15.0	0.000761
Tap cell	873	1090	0.0554
Inverter	54	203	0.0103
Multi-Input combinational cell	1785	12200	0.618
Timing Repair Buffer	630	6230	0.316
-- cells in the mapped netlist, drive strengths merged, types with 5 or more instances --
cell type and instances:
nand2 227, nand3 31, a21o 98, a221oi 8, and2 5, and3 10, nor2b 22, o21bai 39
xor2 46, mux2i 124, a22oi 7, nor2 157, o211ai 10, o21ai 197, ha 186, a31oi 16
a31o 6, o21a 20, nor3b 5, o31ai 10, a21oi 241, or3 6, clkbuf 94, nand2b 14
buf 17, a211oi 76, xnor2 76, inv 54, nor3 26, o41ai 5, nand4 39, nor4 8
-- tightest hold or removal path: cells and delay by family --
kind                   cells  cell delay, ps
buffers and inverters      2             790
AND/OR/NAND/NOR            1             130
-- kinds of logic (layout without fill, tap and decap cells) --
group / Yosys count / count (layout) / synth area share
buffers and inverters: 165 / 684 / 0.0492
and+or+nand+nor: 569 / 569 / 0.202
AOI/OAI and AO/OA: 775 / 775 / 0.377
xor gates and xnor gates: 122 / 122 / 0.0836
other: 1 / 7 / 0.000293
adders and majority gates: 193 / 193 / 0.190
muxes: 125 / 125 / 0.0982
-- per-layer routing --
metal / track usage / up-vias
met5: 0 / -
met3: 0.0326 / 35
li1: - / 8317
met2: 0.323 / 549
met4: 0.0132 / 6
met1: 0.258 / 7646
-- where the power goes --
part	total (W)	leakage (nW)	internal (W)	switching [W]
sequential	0	0	0	0
clock	0.0000000000262	0.0000380	0.0000000000262	0
combinational	0.000475	7.84	0.000248	0.000227
-- worst paths after layout --
path	slack (ps)	cells past startpoint	end
setup / recovery	11480	20	cpu_dnpc_in2[56]
hold / removal	13200	3	pc_sel_out[2]
-- cells in the final DEF, fill, tap and decap left out, types with 6 or more instances in the layout --
master / netlist / routed
sky130_fd_sc_hd__xnor2_1: 76 / 76
sky130_fd_sc_hd__a221oi_1: 8 / 8
sky130_fd_sc_hd__o21ai_1: 6 / 6
sky130_fd_sc_hd__o21a_1: 20 / 20
sky130_fd_sc_hd__nor2_1: 157 / 156
sky130_fd_sc_hd__nand4_1: 39 / 39
sky130_fd_sc_hd__a31oi_1: 16 / 16
sky130_fd_sc_hd__and3_1: 10 / 10
sky130_fd_sc_hd__o211ai_1: 9 / 9
sky130_fd_sc_hd__a31o_2: 6 / 6
sky130_fd_sc_hd__a21o_1: 98 / 98
sky130_fd_sc_hd__buf_4: 2 / 34
sky130_fd_sc_hd__nor3_1: 25 / 25
sky130_fd_sc_hd__a21oi_1: 239 / 239
sky130_fd_sc_hd__or3_1: 6 / 6
sky130_fd_sc_hd__a22oi_1: 6 / 6
sky130_fd_sc_hd__a211oi_1: 76 / 76
sky130_fd_sc_hd__inv_1: 54 / 54
sky130_fd_sc_hd__o21bai_1: 39 / 39
sky130_fd_sc_hd__o31ai_1: 10 / 10
sky130_fd_sc_hd__nand2b_1: 14 / 14
sky130_fd_sc_hd__diode_2: 0 / 6
sky130_fd_sc_hd__nor4_1: 8 / 8
sky130_fd_sc_hd__nand2_1: 227 / 227
sky130_fd_sc_hd__nor2b_1: 22 / 22
sky130_fd_sc_hd__xor2_1: 46 / 46
sky130_fd_sc_hd__o21ai_0: 191 / 191
sky130_fd_sc_hd__clkdlybuf4s50_1: 0 / 595
sky130_fd_sc_hd__nand3_1: 31 / 31
sky130_fd_sc_hd__mux2i_1: 124 / 124
sky130_fd_sc_hd__ha_1: 186 / 186
-- stage by stage --
stage          cells  worst slack (ps)
4_1_cts         3342             11330
2_1_floorplan   1950             13490
5_1_grt         3345             10900
6_report        3348             11480
3_5_place_dp    3342             11370
3_3_place_gp    3342             11400
Power figures rest on the tool's default switching activity, not on a simulated workload.
